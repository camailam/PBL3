--- config.mk ---
export PLATFORM = sky130hd
export DESIGN_NAME = main
export DESIGN_NICKNAME = main
export VERILOG_FILES = /design/flow/design.v
export SDC_FILE = /design/flow/constraint.sdc
export NUM_CORES = 4
export LEC_CHECK = 1
export CORE_UTILIZATION = 40
--- constraint.sdc ---
current_design main

set clk_period 1.0
set clk_io_pct 0.2

create_clock -name clk0 -period $clk_period [get_ports {CLK}]
create_clock -name clk1 -period $clk_period [get_ports {pulso}]

set non_clock_inputs [all_inputs -no_clocks]
set_input_delay [expr $clk_period * $clk_io_pct] -clock clk0 $non_clock_inputs
set_output_delay [expr $clk_period * $clk_io_pct] -clock clk0 [all_outputs]
--- design.v ---
module DownCounter(  
    input wire clk,  
    input wire rst,  
    output wire [3:0] count  
);
reg [3:0] count_reg;
always @(posedge clk or posedge rst) begin
    if (rst == 1'b1)  
        count_reg <= 4'b0101;  
    else if (count_reg == 4'b0000)  
        count_reg <= 4'b1001;  
    else  
        count_reg <= count_reg - 1;
end
assign count = count_reg;
endmodule 
module alarme(
	input a,
	output reg b
);
always @* begin
if (a == 1'b0)
b = 1'b1;
else
b = 1'b0;
end 
endmodule 
module binary_comparator (
    input [3:0] input_number,   
    output reg output_result    
);
parameter binary_9 = 4'b0000;
always @* begin
    if (input_number == binary_9)
        output_result = 1;  
    else
        output_result = 0;  
end
endmodule 
module cincorolhas(
    input [3:0] entrada_2_bits,   
    input [3:0] entrada_4_bits,   
    output reg saida             
);
always @* begin
    if (entrada_2_bits == 4'b0000 && entrada_4_bits == 4'b0101)  
        saida = 1;  
    else
        saida = 0;  
end
endmodule 
module contador2(
    input clk,       
    input reset,     
    output reg [3:0] count   
);
always @(posedge clk or posedge reset) begin
    if (reset == 1'b1) begin
        count <= 4'b0010;   
    end else begin
        case (count)
            4'b0011: count <= 4'b0010;   
            4'b0010: count <= 4'b0001;   
            4'b0001: count <= 4'b0000;   
            default: count <= 4'b0000;  
        endcase
    end
end
endmodule 
module countadorgarrafas9 (
    input wire clk,     
    input wire reset,   
    output reg [3:0] count  
);
always @(posedge clk or negedge reset)
begin
    if (reset == 1'b0)
        count <= 4'b0000;  
    else if (count == 4'b1001)  
        count <= 4'b0000;
    else
        count <= count + 1;  
end
endmodule 
module counter_up_to_6 (
    input clk,     
    input reset,   
    output reg [3:0] count  
);
always @(posedge clk or negedge reset)
begin
    if (reset == 1'b0)
        count <= 4'b0000;  
    else if (count == 4'b0110)  
        count <= 4'b0000;
    else
        count <= count + 1;  
end
endmodule 
module digits_decoder(
input A,B,
output s1,s2,s3,s4 
);
not not1(A1,A);
not not2(B1,B);
nand and1(s1,A1,B1);
nand and2(s2,A1,B);
nand and3(s3,A,B1);
nand and4(s4,A,B);
endmodule 
module divisor_clock(input clk, output wire [2:0]divclock);
  wire [15:0] W; 
  flipflop fft0(.clk(clk), .t(1'b1), .q(W[0]));
  flipflop fft1(.clk(W[0]), .t(1'b1), .q(W[1]));
  flipflop fft2(.clk(W[1]), .t(1'b1), .q(W[2]));
  flipflop fft3(.clk(W[2]), .t(1'b1), .q(W[3]));
  flipflop fft4(.clk(W[3]), .t(1'b1), .q(W[4]));
  flipflop fft5(.clk(W[4]), .t(1'b1), .q(W[5]));
  flipflop fft6(.clk(W[5]), .t(1'b1), .q(W[6]));
  flipflop fft7(.clk(W[6]), .t(1'b1), .q(W[7]));
  flipflop fft8(.clk(W[7]), .t(1'b1), .q(W[8]));
  flipflop fft9(.clk(W[8]), .t(1'b1), .q(W[9]));
  flipflop fft10(.clk(W[9]), .t(1'b1), .q(W[10]));
  flipflop fft11(.clk(W[10]), .t(1'b1), .q(W[11]));
  flipflop fft12(.clk(W[11]), .t(1'b1), .q(divclock[0]));
  flipflop fft13(.clk(divclock[0]), .t(1'b1), .q(divclock[1]));
  flipflop fft14(.clk(divclock[1]), .t(1'b1), .q(divclock[2]));
endmodule 
module flipflop(
    input clk,
	 input t,
	 output reg q
);
    always @(posedge clk)
    begin
        if (t)
            q <= ~q; 
        else if (t)
            q <= q;    
    end
endmodule 
module fsm1(
	input PG,RO,VE, CLK,RST,
	output motor
);
reg [1:0] state , nextstate ;
parameter S0 = 2'b00 ;
parameter S1 = 2'b01 ;
always @ ( posedge CLK , negedge 
RST )
if ( RST == 1'b0 ) state <= S0 ;
else state <= nextstate ;
always @ (*)
case ( state )
S0 : if((PG == 1'b0 && RO == 1'b1 && VE == 1'b0)||
		  (PG == 1'b0 && RO == 1'b1 && VE == 1'b1)||
		  (PG == 1'b1 && RO == 1'b1 && VE == 1'b1)) nextstate = S1 ;
else nextstate = S0 ;
S1 : if((PG == 1'b0 && RO == 1'b1 && VE == 1'b0)||
		  (PG == 1'b0 && RO == 1'b1 && VE == 1'b1)||
		  (PG == 1'b1 && RO == 1'b1 && VE == 1'b1)) nextstate = S1 ;
else nextstate = S0 ;
default : nextstate = S0 ;
endcase
assign motor = ( state == S1 ) ;
endmodule  
module fsm2(
	input PG,CH,RO,CLK,RST,
	output  NADA,EV,CHEIA,VE
);
reg [1:0] state , nextstate ;
parameter S0 = 2'b00 ;
parameter S1 = 2'b01 ;
parameter S2 = 2'b10 ;
parameter S3 = 2'b11 ;
always @ ( posedge CLK , negedge 
RST )
if ( RST == 1'b0 ) state <= S0 ;
else state <= nextstate ;
always @ (*)
case ( state )
S0 : if (PG == 1'b1 && CH == 1'b0 && RO == 1'b1) nextstate = S1 ;
else nextstate = S0 ;
S1 : if (PG == 1'b1 && CH == 1'b0 && RO == 1'b1)nextstate = S1 ;
else if (PG == 1'b1 && CH == 1'b1 && RO == 1'b1) nextstate = S2; 
else nextstate = S0 ;
S2 : if (PG == 1 && CH == 1 && RO == 1) nextstate = S3;
else nextstate = S0;
S3 : if (PG == 1 && CH == 1 && RO == 1) nextstate = S3;
else nextstate = S0;
default : nextstate = S0 ;
endcase
assign NADA = ( state == S0 ) ;
assign EV = ( state == S1 ) ;
assign CHEIA = ( state == S2 ) ;
assign VE = ( state == S3) ;
endmodule 
module fsm4(
	input COUNT1, COUNT2, CLK,RST,
	output dispensador
);
reg [1:0] state , nextstate ;
parameter S0 = 2'b00 ;
parameter S1 = 2'b01 ;
always @ ( posedge CLK , negedge 
RST )
if (RST == 1'b0) state <= S0 ;
else state <= nextstate ;
always @ (*)
case ( state )
S0 : if ( COUNT1 == 1'b1 && COUNT2 == 1'b1 ) nextstate = S1 ;
else nextstate = S0 ;
S1 : if ( (COUNT1 == 1'b0 && COUNT2 == 1'b1 ) ||
          (COUNT1 == 1'b1 && COUNT2 == 1'b0)) nextstate = S0 ;
else nextstate = S1 ;
default : nextstate = S0 ;
endcase
assign dispensador = ( state == S1 ) ;
endmodule 
module main(
	input ST,CLK,PG,CH,pulso,
	output a,b,c,d,f,g,alarm,
	output wire [6:0] display,
	output wire [3:0] digitos
);
wire [15:0] contagem;
wire output_valid;
wire VEDADA;
wire reporolhas;
wire rolhas;
wire clkcontador;
wire disp;
wire conta6;
wire [3:0] decod;
wire [2:0] clock;
divisor_clock divisor(
	.clk(pulso),
	.divclock({clock[2],clock[1],clock[0]})
);
fsm1 maquina1(
	.PG(PG),
	.RO(rolhas),
	.VE(VEDADA),
	.CLK(CLK),
	.RST(ST),
	.motor(b)
);
fsm2 maquina2(
	.CH(CH),
	.PG(PG),
	.RO(rolhas),
	.CLK(CLK),
	.RST(ST),
	.VE(VEDADA),
	.NADA(c),
	.EV(d)
);
fsm4 maquina3(
	.COUNT1(reporolhas),
	.COUNT2(output_valid),
	.CLK(CLK),
	.RST(ST), 
	.dispensador(disp)
);
quantidade_reposicao tresrepo(
	.CLK(reporolhas), 
	.count(output_valid)
);
cincorolhas cincorolhas(
	.entrada_2_bits({contagem[3],contagem[2],contagem[1],contagem[0]}),
	.entrada_4_bits({contagem[7],contagem[6],contagem[5],contagem[4]}),
	.saida(reporolhas)
);
DownCounter contador9(
	.clk(VEDADA),
	.rst(disp),
	.count({contagem[7],contagem[6],contagem[5],contagem[4]})
);
contador2 contador2(
	.clk(clkcontador),
	.reset(disp),
	.count({contagem[3],contagem[2],contagem[1],contagem[0]})
); 
verificarolhas verificarolhas(
	.entrada_4_bits({contagem[7],contagem[6],contagem[5],contagem[4]}),
	.entrada_2_bits({contagem[3],contagem[2],contagem[1],contagem[0]}),
	.saida(rolhas)
);
verifica_passa_proximo_contador aa(
	.entrada_4_bits({contagem[7],contagem[6],contagem[5],contagem[4]}),
	.saida(clkcontador)
);
countadorgarrafas9 bb(
	.clk(VEDADA),
	.reset(ST),
	.count({contagem[11],contagem[10],contagem[9],contagem[8]})
);
counter_up_to_6 cc(
	.clk(conta6),
	.reset(ST),
	.count({contagem[15],contagem[14],contagem[13],contagem[12]})
);
binary_comparator dd(
	.input_number({contagem[11],contagem[10],contagem[9],contagem[8]}),
	.output_result(conta6)
);
multiplexador ee(
	.entradas({contagem[15],contagem[14],contagem[13],contagem[12],contagem[11],contagem[10],contagem[9],contagem[8],contagem[7],contagem[6],contagem[5],contagem[4],contagem[3],contagem[2],contagem[1],contagem[0]}),
	.sel({clock[1],clock[0]}),
	.saida({decod[3],decod[2],decod[1],decod[0]})
);
seven_segment_decoder ff(
	.input_number({decod[3],decod[2],decod[1],decod[0]}),
	.seg_display({display[6],display[5],display[4],display[3],display[2],display[1],display[0]})
);
digits_decoder rr(
	.A({clock[1]}),
	.B({clock[0]}),
	.s1({digitos[3]}),
	.s2({digitos[2]}),
	.s3({digitos[1]}),
	.s4({digitos[0]})
);
alarme alar(
	.a(rolhas),
	.b(alarm)
);
assign f = VEDADA;
assign a = ST ;
assign g = disp;
endmodule 
module multiplexador(	
	input wire [15:0] entradas,
	input wire [1:0] sel,
	output wire [3:0] saida
);
mux_4x1 mux_inst_1 (
    .data_in({entradas[15],entradas[11],entradas[3],entradas[7]}),
    .sel({sel[1],sel[0]}),
    .data_out(saida[3])
  );
  mux_4x1 mux_inst_2 (
    .data_in({entradas[14],entradas[10],entradas[2],entradas[6]}),
    .sel({sel[1],sel[0]}),
    .data_out(saida[2])
  );
  mux_4x1 mux_inst_3 (
    .data_in({entradas[13],entradas[9],entradas[1],entradas[5]}),
    .sel({sel[1],sel[0]}),
    .data_out(saida[1])
  );
  mux_4x1 mux_inst_4 (
    .data_in({entradas[12],entradas[8],entradas[0],entradas[4]}),
    .sel({sel[1],sel[0]}),
    .data_out(saida[0])
  );
endmodule 
module mux_4x1 (
    input wire [3:0] data_in,   
    input wire [1:0] sel,    
    output reg data_out
);
always @* begin
    case (sel)
        2'b00: data_out = data_in[0];
        2'b01: data_out = data_in[1];
        2'b10: data_out = data_in[2];
        2'b11: data_out = data_in[3];
        default: data_out = 1'b0;   
    endcase
end
endmodule 
module quantidade_reposicao(
    input wire CLK,           
    input wire RST,           
    output reg count   
);
reg [1:0] counter;  
always @(posedge CLK) begin  
        counter <= counter + 1;
end
always @* begin
    if ((counter == 2'b01) || (counter ==  2'b10))
        count = 1;
    else
        count = 0;
end 
endmodule 
module seven_segment_decoder (
    input [3:0] input_number,   
    output reg [6:0] seg_display  
);
always @* begin
    case(input_number)
        4'b0000: seg_display = 7'b1000000;  
        4'b0001: seg_display = 7'b1111001;  
        4'b0010: seg_display = 7'b0100100;  
        4'b0011: seg_display = 7'b0110000;  
        4'b0100: seg_display = 7'b0011001;  
        4'b0101: seg_display = 7'b0010010;  
        4'b0110: seg_display = 7'b0000010;  
        4'b0111: seg_display = 7'b1111000;  
        4'b1000: seg_display = 7'b0000000;  
        4'b1001: seg_display = 7'b0010000;  
        default: seg_display = 7'b1111111;   
    endcase
end
endmodule 
module verifica_passa_proximo_contador(
    input [3:0] entrada_4_bits,   
    output reg saida             
);
always @* begin
    if (entrada_4_bits == 4'b1001)  
        saida = 1;  
    else
        saida = 0;  
end
endmodule 
module verificarolhas(
    input [3:0] entrada_4_bits,   
    input [3:0] entrada_2_bits,   
    output reg saida             
);
always @* begin
    if (entrada_4_bits == 4'b0000 && entrada_2_bits == 4'b0000)  
        saida = 0;  
    else
        saida = 1;  
end
endmodule  
--- run.sh ---
#!/bin/bash
# OpenROAD 26Q1-2900-gdf79404cd8, Yosys 0.63+post, stock flow scripts
make -C /OpenROAD-flow-scripts/flow DESIGN_CONFIG=/design/flow/config.mk WORK_HOME=/design/flow/orfs finish
==> job_summary.md <==
## Synthesis and layout report

| Metric | Value |
|---|---|
| Final core occ | `50.2%` |
| CP Class | `flip-flop to output port` |
| Die Y | `64.6 um` |
| Slew headroom | `71.6%` |
| Yosys reg bits | `37` |
| Drt pass-1 iters | `4` |
| CTS tree | `built` |
| Maximum VDD drop | `0.947 mV` |
| Layout Cells excl Fill | `224` |
| First-pass GRT wire length | `4.42 mm` |
| Floorplan row count | `22` |
| Final Max-Slew Violation Tally | `0` |
| Count of unclocked register or latch pins | `29` |
| Number of antenna violations at the first check in global routing | `0` |
| I/O Buffers | `21` |
| Fillers | `364` |
| RSZ-0062 raised after global routing | `yes` |
| Starting DRC count in detailed routing | `58` |
| DP Area | `1820 um^2` |
| Cells along the critical path | `buf_2` |
| Setup crit start | `maquina2.state[0]` |
| Design area | `1870 um^2` |
| H-tree levels | `1` |
| Clock root buffer | `clkbuf_8` |
| Post-DP HPWL | `1.91 mm` |
| CTS Buffer Depth | `2` |
| YS warnings | `18` |
| Final setup fails | `1` |
| Area growth from synthesis to layout | `19.0%` |
| Ant diodes | `0` |
| Avg WL per Cell | `10.5 um` |
| Leakage | `0.782 nW` |
| I/O pin cnt | `23` |
| Tool warnings | `31` |
| Crit path capture type | `output port` |
| Worst EP required | `800 ps` |
| DR vias/cell | `4.83` |
| Layout cells sized above 1 | `13.6%` |
| Buf+Inv Stages, Crit Path | `1` |
| Status | `finished, violations left` |
| All-Layer GR Usage | `13.6%` |
| Post-route setup slack | `-17.4 ps` |
| Clock share of power | `48.6%` |
| Mapped Cells | `153` |
| Slowest cell on the critical path | `dfstp_2` |
| Die width | `64.6 um` |
| Endpoints left unconstrained | `41` |
| Power per standard cell area | `429 nW/um^2` |
| Die Area | `4170 um^2` |
| # Cells Yosys | `153` |
| Final clock skew | `1.52 ps` |
| Core box area | `3720 um^2` |
| Worst-path clk slew | `40 ps` |
| Nature of the critical path startpoint | `flip-flop` |
| Reg power frac | `43.0%` |
| Yosys stat area | `1570 um^2` |
| PnR Total Power | `800 uW` |
| Sw Pwr | `145 uW` |
| Violated checks | `setup timing` |
| Syn avg cell area | `10.2 um^2` |
| Overflow after GRT | `0` |
| Internal power | `654 uW` |
| Post-Place Worst Slack | `-336 ps` |
| Placed instance count | `219` |
| Max FO, Critical Path | `2` |
| Register share after synthesis | `54.3%` |
| RR Startpoint | `maquina2.state[0]` |
| Largest net degree at the start of global routing | `12` |
| Worst Hold Class | `input port to async pin` |
| Gpl congestion | `0.828` |
| Core Util at FP | `42.2%` |
| # Max-Cap Violations | `0` |
| CP top delay family | `flip-flops` |
| Multi-input gate area | `554 um^2` |
| Crit-path max cell delay | `510 ps` |
| Vias in the first global route | `1037` |
| Least-Margin Pin Slew | `426 ps` |
| Via count | `1082` |
| Combinational Power Share | `8.4%` |
| Final ANT Viol Nets | `0` |
| Mapped Area | `1570 um^2` |
| Switch share | `18.2%` |
| Residual DRC | `0` |
| Cell Type Count | `40` |
| Number of buffers created by CTS | `3` |
| CP arrival | `820 ps` |
| Final hold violations | `0` |
| Total Wirelength | `2.34 mm` |
| Register area | `852 um^2` |
## power groups by stage
stage / Combinational, mW / Sequential [mW] / Clock (mW)
4_1_cts: 0.0668 / 0.344 / 0.404
5_1_grt: 0.0760 / 0.345 / 0.431
6_report: 0.0670 / 0.344 / 0.389
## cells in the mapped netlist, drive strengths merged
master  instances  area, um^2
a211oi          1        7.51
a21o            2        15.0
a21oi           3        15.0
a221o           1        10.0
a22o            2        18.8
a22oi           1        7.51
a31oi           4        25.0
and2            1        6.26
and3            2        12.5
buf             6        48.8
clkbuf          3        11.3
dfrtn           5         125
dfrtp          11         275
dfstp           5         131
dfxtp          16         320
ha              4        50.1
inv            29         109
mux2            1        11.3
mux2i           3        30.0
mux4            2        48.8
nand2          12        45.0
nand2b          1        6.26
nand3           3        15.0
nor2            3        11.3
nor2b           3        18.8
nor3            3        15.0
nor3b           2        15.0
nor4            1        6.26
o211a           1        10.0
o211ai          3        22.5
o21a            2        15.0
o21ai          10        50.1
o31ai           1        7.51
or3b            1        8.76
or4             1        7.51
xnor2           2        17.5
xor2            2        17.5
## placed cells by master (no fill, tap or decap), drive strengths merged, types with 4 or more instances in the layout
cell and n:
dfstp 5, inv 29, clkdlybuf4s50 15, dfrtn 5
dfrtp 11, o21ai 10, nand2 12, ha 4
dfxtp 16, clkbuf 6, a31oi 4, buf 8
## per-stage QoR
stage / TNS [ps] / hold WS (ps)
global route: -79.7 / 118
floorplan: 0 / -95.6
detailed placement: -1170 / 373
global placement: -1080 / 364
CTS: -25.7 / 106
finish: -17.4 / 96.5
## worst register-to-register path: cells and delay by family (launching register included)
kind / cells / cell delay [ps]
flops: 1 / 510
simple gates: 2 / 190
buf+inv: 1 / 100
## cells by family after synthesis
logic type	after synthesis	synth area share, %
buffers and inverters	38	10.8
DFF	37	54.3
and+or+nand+nor	33	10.7
AOI/OAI and AO/OA	31	13.0
muxes	6	5.75
xor gates and xnor gates	4	2.24
adders and majority gates	4	3.19
## what timing repair did
item | in CTS | in global routing
hold endpoints to repair | 5 | 0
endpoints found under the setup margin | 6 | 6
buffers inserted | 1 | 0
pin swaps | 0 | 2
gates resized | 16 | 4
hold buffers | 1 | 0
cloned | 0 | 0
## routing by layer
metal  global-route usage, %  share of wire [%]  up-vias
met3                    2.32                3.3        0
met2                    20.5                 45       23
li1                        -                  -      546
met4                   0.556                  0        0
met1                    22.5                 52      513
met5                       0                  0        -
## layout make-up
cell class                      instances  area share, %
Sequential cell                        37           45.7
Timing Repair Buffer                   28           13.1
Multi-Input combinational cell         78           29.7
Tap cell                               48           3.22
Inverter                               29           5.83
Clock buffer                            4           2.41
## worst paths after layout
| check | slack (ps) | to | cells after the start |
|---|---|---|---|
| worst min register to register | 370 | divisor.fft0.q | 1 |
| worst max-delay path | -20 | c | 1 |
| max in group clk1 | 540 | divisor.fft0.q | 1 |
| min in group clk1 | 370 | divisor.fft0.q | 1 |
| min in group clk0 | 490 | maquina3.state[0] | 2 |
| worst min-delay path | 100 | maquina3.state[0] | 2 |
| worst max register to register | 110 | maquina2.state[2] | 3 |
| max in group asynchronous | 220 | maquina2.state[2] | 3 |
Power is estimated from default activity; no workload was simulated.

$ cat ./config.mk
export PLATFORM = sky130hd
export DESIGN_NAME = Counter
export DESIGN_NICKNAME = Counter
export VERILOG_FILES = /design/flow/design.v
export SDC_FILE = /design/flow/constraint.sdc
export NUM_CORES = 4
export LEC_CHECK = 1
export CORE_AREA = 10 10 70 70
export DIE_AREA = 0 0 80 80
$ cat ./constraint.sdc
current_design Counter

set clk_period 1.7
set clk_io_pct 0.2

create_clock -name clk0 -period $clk_period [get_ports {clk}]

set non_clock_inputs [all_inputs -no_clocks]
set_input_delay [expr $clk_period * $clk_io_pct] -clock clk0 $non_clock_inputs
set_output_delay [expr $clk_period * $clk_io_pct] -clock clk0 [all_outputs]
$ cat ./design.v
module Counter(
    input clk,
    input reset,
    output wire [3:0] count
);
reg [2:0] state;
reg [3:0] count_reg;
parameter COUNT_5_TO_0 = 3'b000;
parameter COUNT_9_TO_0 = 3'b001;
always @(posedge clk or posedge reset) begin
    if (reset) begin
        count_reg <= 4'b0101;
        state <= COUNT_5_TO_0;
    end else begin
        case(state)
            COUNT_5_TO_0: begin
                count_reg <= count_reg - 1;
                if (count_reg == 4'b0000) begin
                    count_reg <= 4'b1001;
                    state <= COUNT_9_TO_0;
                end
            end
            COUNT_9_TO_0: begin
                count_reg <= count_reg - 1;
                if (count_reg == 4'b0000) begin
                    count_reg <= 4'b0101;
                    state <= COUNT_5_TO_0;
                end
            end
            default: state <= COUNT_5_TO_0;
        endcase
    end
end
assign count = count_reg;
endmodule 
$ cat ./run.sh
#!/bin/bash
# OpenROAD 26Q1-2900-gdf79404cd8, Yosys 0.63+post, stock flow scripts
make -C /OpenROAD-flow-scripts/flow DESIGN_CONFIG=/design/flow/config.mk WORK_HOME=/design/flow/orfs finish
==> ci_impl_report.md <==
## Implementation flow summary

| Metric | Value |
|---|---|
| Max-area cell share | 0.260 |
| Most common logic cells in the final layout | inv_1, clkdlybuf4s50_1 |
| Count of tool warnings | 25 |
| Max Root-Sink Buffers | 2 |
| Drt wl/cell | 7.69 um |
| Number of buffers added on ports | 5 |
| Slew HR | 0.816 |
| I/O pin total | 6 |
| CTS root buffer | clkbuf_4 |
| Antenna cells | 0 |
| Via count | 232 |
| Core area | 0.00342 sq mm |
| Detailed Route WL | 646 um |
| Crit-path cells | clkdlybuf4s50_1 |
| #FFs+latches synth | 6 |
| Initial DRC Count | 3 |
| Vias/cell | 2.76 |
| Largest net degree at the start of global routing | 8 |
| Area delta synth->final | 52.5% |
| Crit path DAT | 1.24 ns |
| CTS tree | built |
| Num CTS Buffers | 3 |
| Synth Seq Share | 0.508 |
| Share of cells above drive strength 1 | 0.342 |
| Mapped cell area | 303 sq um |
| First-pass GRT wire length | 966 um |
| Worst-path clk slew | 0.05 ns |
| CTS H-tree depth | 1 |
| Die X | 80 um |
| Detailed Place HPWL | 474 um |
| Worst-path fanout max | 2 |
| Rows | 21 |
| Floorplan core density | 0.0886 |
| Final ANT Viol Nets | 0 |
| Filler instances | 400 |
| Synth warnings | 1 |
| Max-slew violations | 0 |
| Max-cap viol count | 0 |
| Die area | 0.00640 sq mm |
| CP Capture Type | output pin |
| GPL Wtd Cong | 0.769 |
| Yosys stat area | 303 sq um |
| GRT Total Usage | 0.0202 |
| Die y size | 80 um |
| Setup violators final | 0 |
| Pin slew with the least headroom to its limit | 0.274 ns |
| Netlist cell types | 17 |
| Clock latency on the worst-skew pair | 0.25 ns |
| Leading area contributor after synthesis | dfstp_2 |
| Clk sinks | 6 |
| Synthesized instance count | 26 |
| Critical path class | reg2out |
| Vias in the first global route | 183 |
| Leakage power | 0.210 nW |
| Post-route setup TNS | 0 ns |
| FF+latch area | 154 sq um |
| Multi-input combinational cell area | 134 sq um |
| Layout Skew | 0.00574 ns |
| Hold WS | 0.306 ns |
| Status | finished clean |
| Critical path buffers and inverters | 1 |
| Hold Vio Cnt, Final | 0 |
| Total grt overflow | 0 |
| Antenna violations before repair | 0 |
| CP Launch Type | flip-flop |
| Power Dens Cells | 630 mW/mm^2 |
| Largest stage delay on the critical path | 0.53 ns |
| First drt pass iteration count | 3 |
| HP Class | in2async |
| Worst IR Drop VDD | 0.000304 V |
| Crit-path leading delay family | flip-flops |
| # DRC | 0 |
| RSZ-0062 raised after global routing | false |
| Yosys cell count | 26 |
| Cell area leaders | dfstp_2, dfrtp_1, mux2_1 |
| Post-layout period usage | 0.930 |
| Crit path required time | 1.36 ns |
| Minimum clock period | 1.58 ns |
| Mapped Avg Cell Area | 11.6 sq um |
| CTS Hold Bufs | 0 |
| Slowest cell on crit path | dfstp_2 |
| Peak Freq | 633 MHz |
[stage by stage]
stage	power, mW	instance area (sq um)	instances	util	setup slack, ns
floorplan	0.148	303	26	-	0.290
global placement	0.151	410	77	0.120	0.220
detailed placement	0.151	410	77	0.120	0.199
CTS	0.298	437	81	0.128	0.00860
global route	0.314	462	84	0.135	0.0660
finish	0.291	462	84	0.135	0.119
[timing repair]
action / 4_1_cts / 5_1_grt
setup endpoints to repair: 0 / 2
gates resized: 0 / 1
buffers inserted: 0 / 3
[logic make-up (layout without fill, tap and decap cells)]
logic type / Yosys count / after routing / synth area share
flip-flops: 6 / 6 / 0.508
AND/OR/NAND/NOR: 6 / 6 / 0.149
AND-OR/OR-AND: 5 / 5 / 0.116
buffers and inverters: 4 / 16 / 0.0496
multiplexers: 3 / 3 / 0.107
adder cells (fa/ha/maj): 1 / 1 / 0.0413
XOR/XNOR: 1 / 1 / 0.0289
[final timing paths]
kind,from,endpoint,slack (ns),cells past startpoint
worst max-delay path,count_reg[2]$_DFFE_PP1P_,count[2],0.12,1
worst min-delay path,reset,count_reg[3]$_DFFE_PP0P_,0.31,2
worst max register to register,count_reg[1]$_DFFE_PP0P_,flip-flop,0.16,4
worst min register to register,count_reg[3]$_DFFE_PP0P_,count_reg[3]$_DFFE_PP0P_,0.53,1
max in group asynchronous,reset,async pin,1.13,2
min in group clk0,count_reg[3]$_DFFE_PP0P_,count_reg[3]$_DFFE_PP0P_,0.53,1
[cell usage after synthesis]
master   instances
inv_1            4
dfrtp_1          3
dfstp_2          3
mux2_1           2
nor4_1           2
a21o_2           1
a21oi_1          1
a31oi_1          1
ha_1             1
mux2i_1          1
nor2_2           1
nor3b_1          1
nor3b_2          1
o21ai_2          1
o22ai_1          1
or3_1            1
xnor2_1          1
[final cells by class]
cell class	count	area share
Inverter	4	0.0325
Sequential cell	6	0.333
Tap cell	46	0.125
Timing Repair Buffer	8	0.163
Clock buffer	4	0.0569
Multi-Input combinational cell	16	0.290
[power breakdown]
part / switching, mW / internal [mW]
clock network: 0.0533 / 0.0890
logic: 0.00295 / 0.00214
registers: 0 / 0.144
[per-layer routing]
metal | global-route usage | wire [um] | vias up
met5 | 0 | 0 | -
met4 | 0.00352 | 0 | 0
met3 | 0.0205 | 73 | 0
met2 | 0.0161 | 212 | 8
met1 | 0.0315 | 360 | 106
li1 | - | - | 118
Power is estimated from default activity; no workload was simulated.

==> flow/config.mk <==
export PLATFORM = sky130hd
export DESIGN_NAME = garrafasprontas
export DESIGN_NICKNAME = garrafasprontas
export VERILOG_FILES = /design/flow/design.v
export SDC_FILE = /design/flow/constraint.sdc
export NUM_CORES = 4
export LEC_CHECK = 1
export CORE_AREA = 10 10 70 70
export DIE_AREA = 0 0 80 80
==> flow/constraint.sdc <==
current_design garrafasprontas

set clk_period 2.3
set clk_io_pct 0.2

create_clock -name clk0 -period $clk_period [get_ports {CLK}]

set non_clock_inputs [all_inputs -no_clocks]
set_input_delay [expr $clk_period * $clk_io_pct] -clock clk0 $non_clock_inputs
set_output_delay [expr $clk_period * $clk_io_pct] -clock clk0 [all_outputs]
==> flow/design.v <==
module garrafasprontas(
    input wire CLK,       
    input wire RST,     
    output reg [6:0] count  
);
always @(posedge CLK or posedge RST) begin
    if (RST)  
        count <= 7'b0000000;  
    else if (count < 7'b1000001)  
        count <= count + 1;
    else  
        count <= 7'b0000000;
end
endmodule 
==> flow/run.sh <==
#!/bin/bash
# OpenROAD 26Q1-2900-gdf79404cd8, Yosys 0.63+post, stock flow scripts
make -C /OpenROAD-flow-scripts/flow DESIGN_CONFIG=/design/flow/config.mk WORK_HOME=/design/flow/orfs finish
==> changes_impl.md <==
### Physical design

* Sink Count at 7
* Placed Cells at around 84
* Total Wirelength at about 730 um
* Std-Cell Rows at 21
* Ant diodes at 0
* Cell family with most CP delay: buffers and inverters
* Synth unique cells at 17
* Worst-Skew Late Latency at approximately 0.25 ns
* Fp util at under 10%
* Largest register FFs at 7
* First-pass GRT wire length at approximately 1200 um
* Final hold vios at 0
* OpenROAD warning count at 25
* YS warnings at 1
* Ys cells at 30
* Placer congestion estimate at around 0.76
* Non-filler cells, final at 88
* Util after Layout at roughly 14%
* Avg WL per Cell at between 8 and 9 um
* Overflow after GRT at 0
* R2r setup slk at just over 1 ns
* Crit-path max FO at 6
* Slowest stage delay, CP at roughly 0.51 ns
* Post-Synthesis Cells at 30
* Worst Path Buf+Inv at 1
* Vias in the first global route at about 250
* Share of layout cells above drive strength 1 at under 10%
* Antenna violations before repair at 0
* Die area at between 6000 and 7000 um2
* Post-DP HPWL at a little under 600 um
* Number of CTS-inserted buffers at 3
* Post-CTS setup buffers at 0
* First-pass DRT Iterations at 4
* Synthesized area per cell at 10.5 um2
* Reg area at 175 um2
* Power Density at 499 nW/um2
* IO Count at 9
* Worst min path class: primary input to asynchronous set/reset pin
* Fillcell total at 394
* Final instance area at approximately 480 um2
* CP required at approximately 1.8 ns
* CORE AREA at 3420 um2
* Combinational Area at approximately 140 um2
* Synth Seq Share at 55.8%
* Pleak at 0.184 nW
* Status: completed
* Slowest-stage cell, CP: clkdlybuf4s50_1
* Clk slew on worst S/H paths at around 0.05 ns
* PortBufs at 8
* H-tree depth at 1
* RSZ-0062 raised after global routing: no
* Cts hold-fix bufs at 0
* GRT Total Usage at 2.42%
* Crit path DAT at about 1.2 ns
* Root Driver: clkbuf_4
* Rel. slew slack at 65.4%
* Biggest regs: count: 7 flops
* Die H at 80 um
* Setup crit end kind: output pin
* Pre-CTS worst setup slack at 0.882 ns
* Minimum clock period at approximately 1.7 ns
* Cts repair resizes at 0
* Area Overhead vs Synth at 52.2%
* Max Buffers Root-to-Sink at 2
* Largest net degree at the start of global routing at 8
* Via count at around 250
* WS Path Type: register to output pin
* Final setup violation count at 0
* Number of DRC markers in iteration 0 at 8
* Worst-path cell chain: clkdlybuf4s50_1
* Pins Over Slew Limit at 0
* Worst slew pin tran at between 0.5 and 0.6 ns
* Final WS setup at about 0.62 ns
* Period utilization at 72.8%
* Reg2Reg Capture Point: count[1]$_DFF_PP0_
* CP Launch Type: register
* CTS tree: yes
* Synth Cell Area at about 310 um2
* Setup Skew at 0.00540 ns
* Max Freq at between 500 and 600 MHz
* Setup TNS at 0 ns
* Hold Slack at 0.442 ns
* Post-DP Area at 452 um2
* DRC at 0
* Crit. path cell count at 1
* Synth flops at 7
* Total power draw at ~0.24 mW
* Max cap viols at 0
* Worst vdd ir at 289 uV
* Largest reg by FF count: count
* R2R Path Start: count[3]$_DFF_PP0_
* Die extent in x at 80 um
* Vias per Instance at 2.80
* R2R depth at 3
* Yosys stat area at between 300 and 400 um2
* Detail Route Antenna Nets at 0
[layout by cell type, fill, tap and decap left out]
master,Yosys,final
a21oi_1,1,1
or3_1,1,1
nor2_1,5,5
nand2b_1,1,1
dfrtp_1,7,7
a21boi_0,1,1
ha_1,1,1
o21ai_0,1,1
clkbuf_1,0,1
nand2_1,2,2
nand3_2,1,1
clkbuf_4,0,3
xor2_1,2,2
nor4_1,1,1
xnor2_1,1,1
nor2b_1,1,1
clkdlybuf4s50_1,0,8
o31ai_1,1,1
inv_1,1,1
nand3_1,2,2
[synthesized netlist by cell type]
| library cell | n | area [um2] |
|---|---|---|
| o21ai_0 | 1 | 5.00 |
| xor2_1 | 2 | 17.5 |
| or3_1 | 1 | 6.26 |
| a21oi_1 | 1 | 5.00 |
| nand2_1 | 2 | 7.51 |
| nand3_2 | 1 | 10.0 |
| nor2_1 | 5 | 18.8 |
| a21boi_0 | 1 | 7.51 |
| nand2b_1 | 1 | 6.26 |
| dfrtp_1 | 7 | 175 |
| o31ai_1 | 1 | 7.51 |
| ha_1 | 1 | 12.5 |
| nor4_1 | 1 | 6.26 |
| nor2b_1 | 1 | 6.26 |
| nand3_1 | 2 | 10.0 |
| xnor2_1 | 1 | 8.76 |
| inv_1 | 1 | 3.75 |
[layer usage]
layer  up-vias  wire, um  track usage (%)
li1        128         -                -
met1       107       417             3.71
met2        11       212             2.17
met3         0        96             2.50
met4         0         0                0
met5         -         0                0
[layout make-up]
class	instances	share of cell area, %
Clock buffer	4	5.50
Multi-Input combinational cell	22	28.3
Sequential cell	7	36.6
Inverter	1	0.785
Tap cell	46	12.0
Timing Repair Buffer	8	16.8
[how the worst max path moves through the flow]
stage                   from  slack (ns)  endpoint
4_1_cts   count[2]$_DFF_PP0_        0.60  count[2]
6_report  count[2]$_DFF_PP0_        0.62  count[2]
5_1_grt   count[2]$_DFF_PP0_        0.54  count[2]
[power breakdown]
part / internal (mW) / switching [mW] / total [mW]
Combinational: 0.00160 / 0.00244 / 0.00403
Sequential: 0.123 / 0 / 0.123
Clock: 0.0662 / 0.0449 / 0.111
[logic make-up (layout without fill, tap and decap cells)]
logic type | Yosys count | count (layout) | synth area share (%)
AOI/OAI and AO/OA | 4 | 4 | 7.97
buffers and inverters | 1 | 13 | 1.19
and+or+nand+nor | 14 | 14 | 22.7
adders and majority gates | 1 | 1 | 3.98
xor gates and xnor gates | 3 | 3 | 8.37
DFF | 7 | 7 | 55.8
Power figures rest on the tool's default switching activity, not on a simulated workload.
